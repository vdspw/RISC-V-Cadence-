--- ./design.v ---
module controller (
    input [2:0] opcode,
    input [2:0] phase,
    input zero,
    output reg sel,
    output reg rd,
    output reg ld_ir,
    output reg inc_pc,
    output reg halt,
    output reg ld_pc,
    output reg data_e,
    output reg ld_ac,
    output reg wr
);
    localparam [2:0]
        HLT = 3'b000,
        SKZ = 3'b001,
        ADD = 3'b010,
        AND = 3'b011,
        XOR = 3'b100,
        LDA = 3'b101,
        STO = 3'b110,
        JMP = 3'b111;
    always @(*) begin
        sel = 1'b0;
        rd = 1'b0;
        ld_ir = 1'b0;
        inc_pc = 1'b0;
        halt = 1'b0;
        ld_pc = 1'b0;
        data_e = 1'b0;
        ld_ac = 1'b0;
        wr = 1'b0;
        case (phase)
            3'd0: begin   
                sel = 1'b1;
            end
            3'd1: begin   
                sel = 1'b1;
                rd = 1'b1;
            end
            3'd2, 3'd3: begin   
                sel = 1'b1;
                rd = 1'b1;
                ld_ir = 1'b1;
            end
            3'd4: begin   
                inc_pc = 1'b1;
                if (opcode == HLT)
                    halt = 1'b1;
            end
            3'd5: begin   
                if (opcode == ADD || opcode == AND || opcode == XOR || opcode == LDA)
                    rd = 1'b1;
            end
            3'd6: begin   
                if (opcode == ADD || opcode == AND || opcode == XOR || opcode == LDA)
                    rd = 1'b1;
                else if (opcode == SKZ && zero)
                    inc_pc = 1'b1;
                else if (opcode == JMP)
                    ld_pc = 1'b1;
                else if (opcode == STO)
                    data_e = 1'b1;
            end
            3'd7: begin   
                if (opcode == ADD || opcode == AND || opcode == XOR || opcode == LDA) begin
                    rd = 1'b1;
                    ld_ac = 1'b1;
                end
                else if (opcode == JMP)
                    ld_pc = 1'b1;
                else if (opcode == STO) begin
                    data_e = 1'b1;
                    wr = 1'b1;
                end
            end
        endcase
    end
endmodule
--- ./run.sh ---
#!/bin/bash
# OpenROAD 26Q1-2900-gdf79404cd8, Yosys 0.63+post, stock flow scripts
make -C /OpenROAD-flow-scripts/flow DESIGN_CONFIG=/design/flow/config.mk WORK_HOME=/design/flow/orfs finish
--- ./config.mk ---
export PLATFORM = sky130hd
export DESIGN_NAME = controller
export DESIGN_NICKNAME = controller
export VERILOG_FILES = /design/flow/design.v
export SDC_FILE = /design/flow/constraint.sdc
export NUM_CORES = 4
export LEC_CHECK = 1
export CORE_AREA = 10 10 70 70
export DIE_AREA = 0 0 80 80
--- ./constraint.sdc ---
current_design controller

set clk_period 1.0
set clk_io_pct 0.2

create_clock -name clk0 -period $clk_period

set non_clock_inputs [all_inputs -no_clocks]
set_input_delay [expr $clk_period * $clk_io_pct] -clock clk0 $non_clock_inputs
set_output_delay [expr $clk_period * $clk_io_pct] -clock clk0 [all_outputs]
==> reports/metrics.cfg <==
[worst_setup_path]
cp_top_family=simple AND/OR/NAND/NOR gates
crit_type=in2out
max_stage_delay_ps=520
crit_path_end_kind=primary output
startpoint=opcode[0]
path_buffers=2
cp-start-kind=input pin
worstPathRequired_ps=800
critical_path_arrival_ps=990
critPathMaxFanout=2
crit_slowest_cell=or4_4
path_cells=buf_6 > or4_4 > nor2_2 > buf_2

[run]
warning_count=34
drv_cap=0

[timing]
setup_slack_ps=-192
max_freq_mhz=839
fin_crit_ps=1190
slew_headroom_pct=90.5
final-setup-viol-count=1
rsz0062_at_grt=yes
hold_viol=0
finalClockPeriodUsage_pct=119
final_max_slew_viol_count=0
tightest_slew_ps=141

[power]
p_per_area_mw_per_mm2=289
p_leak_nw=0.165
vdd_drop_max_mv=0.0353

[logic_synthesis]
synthesis.yosys.warnings=1
synth_cell_types=11
synth_area_per_cell_sq_um=5.59
synth_top_area_share_pct=19.7
postSynthSeqShare_pct=0
yosys_cells=17
yosys.stat.chipArea_sq_um=95.1
top_area_cell=nor2_1
synthCells=17
area_leaders=nor2_1 20%, nand4bb_1 12%, a21oi_1 11%
syn_area_sq_um=95.1

[place]
dp.cells=83
gp_congestion=0.769
place_worst_setup_slack_ps=-958
place_area_sq_um=343
port_buffers=16

[routing]
wirelength_um=726
n_antenna_cell=0
dr_total_vias=206
drt_iter0_drc=2
first_pass_iters=2
final_antenna_net_count=0
drc_errors=0
vias_per_cell=2.45
wl_per_cell_um=8.64

[die]
chipArea_sq_mm=0.00640
io_pins=16
core-area_sq_mm=0.00342
fp-row-count=21
die_w_um=80
initCoreUtil_pct=2.78
die_h_um=80

[finish]
drive_above_1_share_pct=68.4
final.clkbuf_count=0
layout.cells.non_filler=84
seq_area_sq_um=0
mostFrequentLayoutCells=7 x buf_2, 6 x buf_6, 4 x nor2_2, 3 x dlygate4sd2_1, 3 x buf_4
areaGrowthSynthToFinish_pct=286
layout_top_cell=buf_2
stdcell_area_sq_um=367
flops=0
final_util_pct=10.7

[grt]
grt_max_degree=5
antenna_found_initial=0
grt_pass1_wl_um=1080
grt_pass1_vias=206
gr-total-overflow=0
track_usage_pct=2.10

[hold_path]
hold_class=in2out
min-delay-start=opcode[0]

[status]
status=finished, violations left
violations=setup timing

worst paths after layout:
| kind | end | cells after the start |
|---|---|---|
| min | halt | 4 |
| max | halt | 4 |
power breakdown:
group / total (mW) / leakage [nW] / switching, mW / internal, mW
Sequential: 0 / 0 / 0 / 0
Combinational: 0.106 / 0.165 / 0.0384 / 0.0676
Clock: 0 / 0 / 0 / 0
per-layer routing:
layer	track usage, %	vias up	wire [um]
met4	0	0	0
met5	0	-	0
met1	3.63	88	394
met3	1.25	0	103
met2	2.01	14	227
li1	-	104	-
final cells by class:
cell class / instances / area (sq um)
fill: 405 / 3050
timing repair buffer: 21 / 176
multi-input combinational: 15 / 125
tap: 46 / 57.6
inverter: 2 / 7.51
cells in the mapped netlist:
cell type	count
nor2_1	5
a21oi_1	2
inv_1	2
nand2b_1	1
nand3_1	1
nand4_1	1
nand4bb_1	1
nor2b_1	1
nor3b_1	1
or4_1	1
xnor2_1	1
per-stage QoR:
step,setup TNS (ps),hold slack (ps),power [mW]
finish,-192,705,0.106
global route,-323,727,0.116
CTS,-220,708,0.101
detailed placement,-6630,1400,0.0959
global placement,-6520,1400,0.0942
floorplan,0,409,0.0167
timing repair:
action / in CTS / in global routing
pin swaps: 7 / 4
setup endpoints to repair: 9 / 7
resized: 57 / 8
hold endpoints to repair: 0 / 0
setup buffers: 1 / 0
hold buffers: 0 / 0
logic make-up after synthesis:
logic type	share of synthesized area [%]
AOI/OAI and AO/OA	10.5
and+or+nand+nor	72.4
xor gates and xnor gates	9.21
buffers and inverters	7.90
Power and IR drop assume default switching activity.
