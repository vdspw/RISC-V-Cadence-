### config.mk
export PLATFORM = sky130hd
export DESIGN_NAME = counter
export DESIGN_NICKNAME = counter
export VERILOG_FILES = /design/flow/design.v
export SDC_FILE = /design/flow/constraint.sdc
export NUM_CORES = 4
export LEC_CHECK = 1
export CORE_AREA = 10 10 70 70
export DIE_AREA = 0 0 80 80
### constraint.sdc
current_design counter

set clk_period 2.0
set clk_io_pct 0.2

create_clock -name clk0 -period $clk_period [get_ports {clk}]

set non_clock_inputs [all_inputs -no_clocks]
set_input_delay [expr $clk_period * $clk_io_pct] -clock clk0 $non_clock_inputs
set_output_delay [expr $clk_period * $clk_io_pct] -clock clk0 [all_outputs]
### design.v
module counter #(parameter WIDTH = 5)
  (
  input clk,
  input rst,
  input load,
  input enab,
    input [WIDTH-1:0] cnt_in,
    output reg [WIDTH-1:0] cnt_out
);
  reg [WIDTH-1:0] next_val;
  always@(*)begin
    if(rst)begin
      next_val = {WIDTH{1'b0}};end
    else if (load) begin
      next_val = cnt_in; end 
    else if (enab) begin
      next_val = cnt_out + 1; end
    else begin
      next_val = cnt_out;
  	end
  end
      always@(posedge clk) begin
       cnt_out<= next_val; 
      end
endmodule
### run.sh
#!/bin/bash
# OpenROAD 26Q1-2900-gdf79404cd8, Yosys 0.63+post, stock flow scripts
make -C /OpenROAD-flow-scripts/flow DESIGN_CONFIG=/design/flow/config.mk WORK_HOME=/design/flow/orfs finish
==> flow_metrics.env <==
# source this file to load flow results
export IMPL_status="finished clean"
export IMPL_core_area_um2=3420
export IMPL_cts_resized=0
export IMPL_cap_violations=0
export IMPL_grt_busiest_layer="met2"
export IMPL_min_to="cnt_out[4]"
export IMPL_grt_pass1_wl_um=1150
export IMPL_clock_fmax_mhz=651
export IMPL_postCtsSetupBuffers=0
export IMPL_row_count=21
export IMPL_reg_largest_list="cnt_out: 5 flops"
export IMPL_syn_area_per_cell_um2=9.16
export IMPL_syn_cell_area_um2=256
export IMPL_clock_root_buffer="clkbuf_4"
export IMPL_die_area_um2=6400
export IMPL_netlist_area_leader_share_pct=39.0
export IMPL_cp_max_fo=4
export IMPL_cp_end_kind="output port"
export IMPL_gr_usage_met2_pct=2.97
export IMPL_ys_ff=5
export IMPL_worstPathRequired_ps=1600
export IMPL_cts_tree="built"
export IMPL_worst_setup_hold_path_clk_slew_ps=40
export IMPL_cts_hold_buf=0
export IMPL_power_density_nw_per_um2=624
export IMPL_port_buffers=13
export IMPL_htreeDepth=1
export IMPL_drive_gt1_share_pct=6.82
export IMPL_reg2reg_setup_slack_ps=790
export IMPL_wire_per_inst_um=8.27
export IMPL_crit_chain="clkdlybuf4s50_1"
export IMPL_grtUsageTotal_pct=2.32
export IMPL_hold_start="cnt_out[4]"
export IMPL_yosys_warnings=1
export IMPL_synth_cell_types=13
export IMPL_initial_utilization_pct=7.51
export IMPL_crit_type="flip-flop to output port"
export IMPL_placed_area_um2=439
export IMPL_cp_slowest_cell="clkdlybuf4s50_1"
export IMPL_whs_path_depth=2
export IMPL_synthCells=28
export IMPL_clk_path_buf_depth=2
export IMPL_min_path_type="flip-flop to flip-flop"
export IMPL_rsz0062_at_grt="false"
export IMPL_reg2regPathDepth=4
export IMPL_vias_per_cell=2.83
export IMPL_logic_family="AND-OR/OR-AND gates"
export IMPL_max_slew_worst_pin_slew_ps=320
export IMPL_lay_top_count="clkdlybuf4s50_1"
export IMPL_hold_viol_final=0
export IMPL_clk_latency_ps=240
export IMPL_antennaDiodeCount=0
export IMPL_wirelength_um=744
export IMPL_startpoint_type="flip-flop"
export IMPL_largest_register="cnt_out"
export IMPL_die_h_um=80
export IMPL_ys_chip_area_um2=256
export IMPL_warnings=25
export IMPL_worstPathArrival_ps=1140
export IMPL_crit_family="buffers and inverters"
export IMPL_place_congestion=0.713
export IMPL_fin_crit_sh_pct=76.8
export IMPL_fa_ha_area_share_pct=4.88
export IMPL_ys_sh_aoi_pct=14.6
export IMPL_place_inst=86
export IMPL_n_fill_cell=394
export IMPL_ys_sh_xor_pct=13.7
export IMPL_grt_pass1_vias=246
export IMPL_setup_violations=0
export IMPL_largest_area_cell="dfxtp_1"
export IMPL_reg2reg_from="cnt_out[0]"
export IMPL_fin_crit_ps=1540
export IMPL_drtIter0Drc=18
export IMPL_critPathBufInv=1
export IMPL_antenna_found_initial=0
export IMPL_postLayoutCoreUtil_pct=13.6
export IMPL_final_cell_mix="clkdlybuf4s50_1 (13), dfxtp_1 (5)"
export IMPL_num_io_pins=14
export IMPL_stdcell_count=90
export IMPL_cts_buffers=3
export IMPL_ir_drop_mv=0.110
export IMPL_ant_nets=0
export IMPL_dieWidth_um=80
export IMPL_tns_ps=0
export IMPL_numClockSinks=5
export IMPL_crit_path_max_incr_delay_ps=500
export IMPL_synth_stat_cells=28
export IMPL_area_delta_synth_final_pct=81.5
export IMPL_topCellsByArea="dfxtp_1 (39%), xnor2_1 (10%), o21a_1 (8.8%)"
export IMPL_skew_ps=0.661
export IMPL_stdcell_area_um2=465
export IMPL_met3_usage_pct=2.05
export IMPL_regToRegEndpoint="cnt_out[1]"
export IMPL_ys_seq_share_pct=39.0
export IMPL_drc=0
export IMPL_synthMuxAreaShare_pct=12.2
export IMPL_synthSimpleGateAreaFrac_pct=9.27
export IMPL_grt_util_met1_pct=2.47
export IMPL_finalMaxSlewViolations=0
export IMPL_overflow=0
export IMPL_drt_pass1_iterations=3
export IMPL_largest_reg_flops=5
export IMPL_p_leak_uw=0.000178
export IMPL_slew_headroom_pct=78.6
export IMPL_grt_max_degree=9
export IMPL_vias=255
-- stage by stage --
step	hold slack (ps)	total power, µW	worst slack, ps
floorplan	472	137	864
global placement	571	174	400
detailed placement	581	175	381
CTS	591	299	442
global route	628	317	404
finish	581	290	464
-- Yosys cell counts, drive strengths merged --
library cell  n
buf           1
nand4         2
ha            1
nor2          2
mux2i         2
o21a          3
mux2          1
inv           3
nand2         1
xnor2         3
xor2          1
dfxtp         5
a21oi         3
-- cell type report --
cell class / count / area, µm² / share of cell area (%)
clock buffers: 4 / 26.3 / 5.65
multi-input cells: 19 / 140 / 30.1
inverters: 3 / 11.3 / 2.42
flip-flops and latches: 5 / 100 / 21.5
repair buffers: 13 / 130 / 28.0
well taps: 46 / 57.6 / 12.4
-- metal layers --
| layer | share of wire, % | up-vias |
|---|---|---|
| li1 | - | 126 |
| met1 | 40 | 111 |
| met2 | 37 | 13 |
| met3 | 16 | 5 |
| met4 | 7.0 | 0 |
| met5 | 0 | - |
-- logic make-up after synthesis --
group,Yosys count
muxes,3
buffers and inverters,4
DFF,5
AOI/OAI and AO/OA,6
adders and majority gates,1
xor gates and xnor gates,4
and+or+nand+nor,5
-- where the power goes --
part	total [µW]	internal, µW	switching (µW)
combinational	55.7	39.3	16.4
sequential	116	108	7.82
clock	119	75.5	43.3
total	290	223	67.5
-- how the worst max path moves through the flow --
stage,depth (start not counted),to,start
6_report,1,cnt_out[2],cnt_out[2]
5_1_grt,1,cnt_out[0],cnt_out[0]
4_1_cts,1,cnt_out[2],cnt_out[2]
Power figures rest on the tool's default switching activity, not on a simulated workload.
