==> design/flow/design.v <==
module memory #(
    parameter DWIDTH = 8,
    parameter AWIDTH = 5
) (
    input wire clk,
    input wire [AWIDTH-1:0] addr,
    inout wire [DWIDTH-1:0] data,
    input wire rd,
    input wire wr
);
localparam DEPTH = 1 << AWIDTH;   
reg [DWIDTH-1:0] mem [0:DEPTH-1];
reg [DWIDTH-1:0] data_out;
assign data = (rd && !wr) ? data_out : {DWIDTH{1'bz}};
always @(posedge clk) begin
    if (wr && !rd) begin
        mem[addr] <= data;
    end
end
always @(*) begin
    if (rd && !wr) begin
        data_out = mem[addr];
    end else begin
        data_out = {DWIDTH{1'bz}};
    end
end
endmodule
==> design/flow/run.sh <==
#!/bin/bash
# OpenROAD 26Q1-2900-gdf79404cd8, Yosys 0.63+post, stock flow scripts
make -C /OpenROAD-flow-scripts/flow DESIGN_CONFIG=/design/flow/config.mk WORK_HOME=/design/flow/orfs finish
==> design/flow/config.mk <==
export PLATFORM = sky130hd
export DESIGN_NAME = memory
export DESIGN_NICKNAME = memory
export VERILOG_FILES = /design/flow/design.v
export SDC_FILE = /design/flow/constraint.sdc
export NUM_CORES = 4
export LEC_CHECK = 1
export CORE_UTILIZATION = 50
==> design/flow/constraint.sdc <==
current_design memory

set clk_period 3.5
set clk_io_pct 0.2

create_clock -name clk0 -period $clk_period [get_ports {clk}]

set non_clock_inputs [all_inputs -no_clocks]
set_input_delay [expr $clk_period * $clk_io_pct] -clock clk0 $non_clock_inputs
set_output_delay [expr $clk_period * $clk_io_pct] -clock clk0 [all_outputs]
==> flow_metrics.py <==
# Generated from Yosys and OpenROAD reports
metrics = {
    "run_status": {
        "outcome": "stopped before the end",
        "haltStage": "clock tree synthesis (4_1_cts)",
        "error": "[error] [KeplerFormal.cpp:679] Workflow failed: Iso has multiple drivers: .data0, _544_.Y0",
    },
    "synth": {
        "postSynthAreaPerCell_um2": 17.6,
        "netlist_instances": 571,
        "async_reset_ff_frac": 0,
        "number_of_enable_flip_flop_cells": 256,
        "synth_sequential_area_ratio": 0.764,
        "synth.yosys.num_cells": 571,
        "ys_top_cells_by_area": "sky130_fd_sc_hd__edfxtp_1 (76%), sky130_fd_sc_hd__mux2i_1 (13%), sky130_fd_sc_hd__o22ai_1 (3.9%), sky130_fd_sc_hd__nor2_1 (1.1%), sky130_fd_sc_hd__buf_2 (1.1%)",
        "mappedNetlistArea_um2": 10100,
        "synth_top_area_share": 0.764,
        "ys_sh_simple": 0.0501,
        "yosys_area_um2": 10100,
        "ys.flop_type": "sky130_fd_sc_hd__edfxtp_1",
        "synth_compound_gate_area_share": 0.0404,
        "synth-adder-area-share": 0,
        "ys_warnings": 3,
        "synthXorXnorAreaFrac": 0,
        "ys_top_logic_family": "multiplexers",
        "synthMuxAreaShare": 0.127,
        "netlist.top_cell.by_area": "sky130_fd_sc_hd__edfxtp_1",
        "distinct_lib_cells_used": 22,
        "synth_flops": 256,
    },
    "floorplan": {
        "ioPinCount": 16,
        "chipHeight_um": 144,
        "fp_util": 0.513,
        "placement_rows": 51,
        "x_dimension_of_the_die_um": 144,
    },
    "clock_tree": {
        "cts_resized": 9,
        "clockRootBuffer": "sky130_fd_sc_hd__clkbuf_16",
        "cts-root-to-sink-buffers": 3,
        "cts_post_setup_buffers_inserted": 0,
        "cts-hold-fix-buffers": 0,
        "number_of_levels_in_the_clock_h_tree": 1,
        "numClockSinks": 256,
        "numCtsBuffers": 26,
    },
    "place": {
        "place.detailed.hpwl_um": 14300,
        "dp_slack_ns": -0.157,
        "final_gp_congestion": 0.938,
        "io_buffers": 7,
    },
}
==> metrics by stage <==
stage / setup TNS, ns / instances / util / area (um^2)
after floorplan: 0 / 571 / - / 10100
after global placement: -28.55 / 856 / 0.547 / 10700
after detailed placement: -12.99 / 856 / 0.547 / 10700
==> Yosys cell counts (4+ instances only) <==
library cell	n
sky130_fd_sc_hd__mux2i_1	128
sky130_fd_sc_hd__nand4b_1	5
sky130_fd_sc_hd__or4b_1	4
sky130_fd_sc_hd__nor4_1	16
sky130_fd_sc_hd__buf_2	22
sky130_fd_sc_hd__nand2_1	11
sky130_fd_sc_hd__edfxtp_1	256
sky130_fd_sc_hd__nor2_1	30
sky130_fd_sc_hd__nand4bb_1	5
sky130_fd_sc_hd__nor3_1	4
sky130_fd_sc_hd__clkbuf_1	12
sky130_fd_sc_hd__o22ai_1	63
==> logic make-up after synthesis <==
logic type             count (synthesis)
flip-flops                           256
AND/OR/NAND/NOR                       87
multiplexers                         128
buffers and inverters                 36
AND-OR/OR-AND                         64
